==> flow/design.v <==
module alu #(
    parameter IDATAW = 32,
    parameter ODATAW = 32
)(
    input signed [IDATAW-1:0] idata1,
    input signed [IDATAW-1:0] idata2,
    input [3:0] alu_sel,
    output reg signed [ODATAW-1:0] odata
);
localparam ADD = 4'd0;
localparam SUB = 4'd1;
localparam SLL = 4'd2;
localparam SRL = 4'd3;
localparam SRA = 4'd4;
localparam SLT = 4'd5;
localparam SLTU = 4'd6;
localparam XOR = 4'd7;
localparam OR = 4'd8;
localparam AND = 4'd9;
localparam NOP = 4'd10;
reg [ODATAW-1:0] mask;
always @(*) begin
    odata = 0;
    mask = 0;
    case (alu_sel)
        ADD: odata = idata1 + idata2;
        SUB: odata = idata1 - idata2;
        XOR: odata = idata1 ^ idata2;
        OR: odata = idata1 | idata2;
        AND: odata = idata1 & idata2;
        NOP: odata = idata2;
        SLL: odata = idata1 << idata2[4:0];
        SRL: odata = $unsigned(idata1) >> idata2[4:0];
        SRA: begin
            odata = $unsigned(idata1) >> idata2[4:0];
            if (idata1[IDATAW-1]) begin
                mask = ~({ODATAW{1'b1}} >> idata2[4:0]);
                odata = odata | mask;
            end
        end
        SLT: odata = (idata1 < idata2) ? 1 : 0;
        SLTU: odata = ($unsigned(idata1) < $unsigned(idata2)) ? 1 : 0;
        default: odata = 0;
    endcase
end
endmodule
==> flow/run.sh <==
#!/bin/bash
# OpenROAD 26Q1-2900-gdf79404cd8, Yosys 0.63+post, stock flow scripts
make -C /OpenROAD-flow-scripts/flow DESIGN_CONFIG=/design/flow/config.mk WORK_HOME=/design/flow/orfs finish
==> flow/config.mk <==
export PLATFORM = sky130hd
export DESIGN_NAME = alu
export DESIGN_NICKNAME = alu
export VERILOG_FILES = /design/flow/design.v
export SDC_FILE = /design/flow/constraint.sdc
export NUM_CORES = 4
export LEC_CHECK = 1
export CORE_UTILIZATION = 40
==> flow/constraint.sdc <==
current_design alu

set clk_period 18.5
set clk_io_pct 0.2

create_clock -name clk0 -period $clk_period

set non_clock_inputs [all_inputs -no_clocks]
set_input_delay [expr $clk_period * $clk_io_pct] -clock clk0 $non_clock_inputs
set_output_delay [expr $clk_period * $clk_io_pct] -clock clk0 [all_outputs]
==> out/metrics.yaml <==
initial_core_util: 0.408
finalSetupViolations: 0
worstHoldStart: "idata2[2]"
yosysCellCount: 1318
synth_area_per_cell_um2: 6.75
die_x_um: 151
final.period_utilization: 0.677
synth_top_cell_by_area: "ha_1"
io_pins: 100
top_layer: "met4"
drive_gt1_frac: 0.0801
tns_ns: 0
crit_path_max_fanout: 58
hold_path_depth: 5
hold_path_class: "in -> out"
wl_per_cell_um: 25.2
fin_crit_ns: 12.53
synth_area_um2: 8900
finalWeightedCongestion: 1.05
start_kind: "input port"
p_per_area_nw_per_um2: 31.9
max_slew_margin: 0.396
switching_share: 0.597
total_leakage_power_uw: 0.00411
combPwrFrac: 1.000
drv_cap: 0
drc: 0
fill_cells: 2303
cts-hold-fix-buffers: 0
die_h_um: 151
crit_type: "in -> out"
syn_inst: 1318
antenna_found_initial: 0
tool_warnings: 103
drt_iter0_drc: 1123
final_cells: 1615
clkPwrFrac: 0
holdPathEnd: "odata[2]"
wl_met2_um: 17300
drt-total-wl_um: 40800
peakVddDrop_mv: 0.0134
dr_wl_met3_um: 3820
crit_chain: "buf_2 -> buf_4 -> clkinv_1 -> ha_1 -> nand3_1 -> a21oi_1 -> o2111ai_1 -> a31oi_1 -> o41ai_1 -> o31ai_1 -> a31oi_1 -> or4_1 -> o21ai_0 -> clkdlybuf4s50_1"
drt-met1-wl_um: 18400
grt_pass1_wl_um: 60500
grt_max_degree: 67
final.clkbuf_count: 0
core_um2: 21800
power.switching_uw: 190
final_hold_viol_count: 0
internal_power_uw: 128
fmax_mhz: 79.8
ys_area_um2: 8900
grtUsageTotal: 0.363
crit_slowest_cell: "ha_1"
placement.io_buffers: 100
area_leaders: "ha_1, mux4_2, nor2_1, a21oi_1, o21ai_0"
area_delta_synth_final_pct: 12.3
crit_family: "AND-OR/OR-AND gates"
detail-route-antenna-nets: 0
diodes: 0
rsz0062_at_grt: "false"
synth.distinct_cells: 72
cts_setup_buffers: 0
first_global_vias: 9684
ys_seq_frac: 0
vias: 10800
slowest_delay_ns: 0.76
required_ns: 14.80
overflow: 0
seqPwrFrac: 0
synth_warnings: 1
final_max_slew_viol_count: 0
die-area_um2: 22800
logic_area_um2: 8110
timing.critical_path.buf_inv: 4
lay_top_count: "nor2_1"
firstDrtPassIters: 5
dp.cells: 1615
synth_top_area_share: 0.145
crit_arrival_ns: 8.83
endpoint_kind: "primary output"
rows: 54
crit_top_cell: "a31oi_1"
via_per_inst: 6.67
regArea_um2: 0
ff_count: 0
ctsResizeCount: 0
lay_top_cells: "nor2_1, nand2_1, a21oi_1, ha_1"
hpwlAfterDp_um: 30900
tightestPinTransition_ns: 0.896
run_status: "completed"
-- power by group through the flow --
stage	clock network [uW]	registers, uW	logic (uW)
4_1_cts	0	0	310
5_1_grt	0	0	341
6_report	0	0	318
-- layout make-up --
type,count,area share
inverter,99,0.0372
tap,280,0.0351
multi-input combinational,1113,0.812
timing repair buffer,123,0.115
-- metal layers --
metal,track usage,vias to the layer above
li1,-,4991
met1,0.557,5141
met2,0.522,583
met3,0.0627,64
met4,0.0970,0
met5,0,-
-- tightest hold or removal path: stages --
cell,delay (ns)
buf_2,0.15
a22oi_1,0.08
o211ai_1,0.08
a211o_1,0.12
clkdlybuf4s50_1,0.46
-- worst max path at each step --
stage / endpoint / from / slack [ns] / cells past startpoint
CTS: odata[30] / idata2[4] / 6.22 / 14
global route: odata[30] / idata2[4] / 5.72 / 14
finish: odata[30] / idata2[4] / 5.97 / 14
-- synthesized netlist by cell type (6+ instances only) --
| cell type | instances |
|---|---|
| nor2_1 | 167 |
| nand2_1 | 124 |
| a21oi_1 | 120 |
| ha_1 | 103 |
| inv_1 | 95 |
| o21ai_0 | 94 |
| clkbuf_1 | 76 |
| mux2i_1 | 44 |
| mux4_2 | 38 |
| a221oi_1 | 27 |
| mux2_2 | 26 |
| o211ai_1 | 24 |
| nor3_1 | 20 |
| o221ai_1 | 20 |
| nand3_1 | 19 |
| a21o_1 | 18 |
| a22oi_1 | 18 |
| a31oi_1 | 17 |
| buf_1 | 17 |
| o22ai_1 | 16 |
| a221o_1 | 14 |
| a211oi_1 | 13 |
| o21bai_1 | 13 |
| nand2b_1 | 12 |
| nand4_1 | 12 |
| buf_2 | 11 |
| nor2b_1 | 11 |
| o2111ai_1 | 11 |
| xnor2_1 | 11 |
| a211o_1 | 9 |
| nor4_1 | 9 |
| o31ai_1 | 9 |
| o21a_1 | 7 |
| a311oi_1 | 6 |
| and2_1 | 6 |
-- metrics by stage --
step	power, uW	hold slack, ns	cell area (um2)	util	worst slack [ns]
2_1_floorplan	190	7.49	8900	-	7.53
3_3_place_gp	310	8.31	9990	0.458	6.23
3_5_place_dp	308	8.30	9990	0.458	6.24
4_1_cts	310	8.31	9990	0.458	6.22
5_1_grt	341	8.33	9990	0.458	5.72
6_report	318	8.31	9990	0.458	5.97
-- cells by family after synthesis --
kind of cell	Yosys count	synth area share
AND/OR/NAND/NOR	403	0.199
buffers and inverters	205	0.0893
XOR/XNOR	13	0.0128
AND-OR/OR-AND	484	0.371
adder cells (fa/ha/maj)	105	0.149
multiplexers	108	0.179
Power figures rest on the tool's default switching activity, not on a simulated workload.

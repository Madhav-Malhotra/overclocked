--- flow/config.mk ---
export PLATFORM = sky130hd
export DESIGN_NAME = decoder
export DESIGN_NICKNAME = decoder
export VERILOG_FILES = /design/flow/design.v
export SDC_FILE = /design/flow/constraint.sdc
export NUM_CORES = 4
export LEC_CHECK = 1
export CORE_AREA = 10 10 81 81
export DIE_AREA = 0 0 91 91
--- flow/constraint.sdc ---
current_design decoder

set clk_period 4.1
set clk_io_pct 0.2

create_clock -name clk0 -period $clk_period

set non_clock_inputs [all_inputs -no_clocks]
set_input_delay [expr $clk_period * $clk_io_pct] -clock clk0 $non_clock_inputs
set_output_delay [expr $clk_period * $clk_io_pct] -clock clk0 [all_outputs]
--- flow/design.v ---
module decoder #(
    parameter DATAW = 32,
    parameter ADDRW = $clog2(DATAW),
    parameter N_BITS = $clog2(DATAW)
)(
    input [DATAW-1:0] instr,
    output [6:0] opcode,
    output [ADDRW-1:0] addr_rd,
    output [ADDRW-1:0] addr_rs1,
    output [ADDRW-1:0] addr_rs2,
    output [2:0] funct3,
    output [6:0] funct7,
    output [DATAW-1:0] imm,
    output [N_BITS-1:0] shamt,
    output is_u_type_w,
    output is_j_type_w,
    output is_i_type_w
);
    localparam IMM_SIZE = 12;     
    localparam IMM_UJ_SIZE = 20;   
    wire is_i_shift;
    wire [6:0] _opcode     = instr[6:0];
    wire [ADDRW-1:0] _rd  = instr[11:7];
    wire [2:0] _funct3     = instr[14:12];
    wire [ADDRW-1:0] _rs1 = instr[19:15];
    wire [ADDRW-1:0] _rs2 = instr[24:20];
    wire [6:0] _funct7     = instr[31:25];   
    wire [IMM_SIZE-1:0] _imm_i = instr[31:20];   
    wire [IMM_SIZE-1:0] _imm_s = {instr[31:25], instr[11:7]};   
    wire [IMM_SIZE-1:0] _imm_b = {instr[31], instr[7], instr[30:25], instr[11:8]};   
    wire [IMM_UJ_SIZE-1:0] _imm_u = instr[31:12];   
    wire [IMM_UJ_SIZE-1:0] _imm_j = {instr[31], instr[19:12], instr[20], instr[30:21]};   
    wire is_alu = (_opcode == 7'b0110011);
    wire is_alu_imm = (_opcode == 7'b0010011);
    wire is_load = (_opcode == 7'b0000011);
    wire is_store = (_opcode == 7'b0100011);
    wire is_branch = (_opcode == 7'b1100011);
    wire is_jal = (_opcode == 7'b1101111);
    wire is_jalr = (_opcode == 7'b1100111);
    wire is_lui = (_opcode == 7'b0110111);
    wire is_auipc = (_opcode == 7'b0010111);
    wire is_ecall = (_opcode == 7'b1110011) & (_funct3 == 3'b000) & (_imm_i == 12'b000000000000);
    wire is_r_type = is_alu;
    wire is_i_type = is_alu_imm | is_load | is_jalr | is_ecall;
    wire is_s_type = is_store;
    wire is_b_type = is_branch;
    wire is_u_type = is_lui | is_auipc;
    wire is_j_type = is_jal;
    assign is_u_type_w = is_u_type;
    assign is_j_type_w = is_j_type;
    assign is_i_type_w = is_i_type;
    assign opcode = _opcode;
    assign addr_rd = _rd;
    assign addr_rs1 = _rs1;
    assign addr_rs2 = _rs2;
    assign funct3 = _funct3;
    assign funct7 = _funct7;
    assign is_i_shift = (is_alu_imm && (_funct3 == 'h1 || _funct3 == 'h5)) ? 1 : 0;
    assign shamt = _imm_i[4:0];
    assign imm = (is_r_type) ? 0 :                                                                    
                 (is_i_shift) ? {27'b0, shamt} :                                                      
                 (is_i_type) ? {{(DATAW - IMM_SIZE){_imm_i[IMM_SIZE-1]}}, _imm_i} :                   
                 (is_s_type) ? {{(DATAW - IMM_SIZE){_imm_s[IMM_SIZE-1]}}, _imm_s} :                   
                 (is_b_type) ? {{(DATAW - IMM_SIZE - 1){_imm_b[IMM_SIZE-1]}}, _imm_b, 1'b0} :         
                 (is_u_type) ? {_imm_u, 12'b0} :                                                      
                 (is_j_type) ? {{(DATAW - IMM_UJ_SIZE - 1){_imm_j[IMM_UJ_SIZE-1]}}, _imm_j, 1'b0} :   
                 0;                                                                                   
endmodule
--- flow/run.sh ---
#!/bin/bash
# OpenROAD 26Q1-2900-gdf79404cd8, Yosys 0.63+post, stock flow scripts
make -C /OpenROAD-flow-scripts/flow DESIGN_CONFIG=/design/flow/config.mk WORK_HOME=/design/flow/orfs finish
==> impl_metrics.env <==
# source this file to load flow results
export IMPL_dp_final_hpwl_um=3470
export IMPL_rsz0062_at_grt="no"
export IMPL_path_delay_family="buffers and inverters"
export IMPL_seq_cells=0
export IMPL_die_w_um=91
export IMPL_std_cell_rows=25
export IMPL_ys_warn_count=0
export IMPL_slew_violations=0
export IMPL_worstPathRequired_ps=3280
export IMPL_io_pins=104
export IMPL_synth_top_area_share_pct=33.8
export IMPL_antenna_found_initial=0
export IMPL_coreArea_mm2=0.00482
export IMPL_max_slew_margin_pct=70.6
export IMPL_worst_pin_slew_ps=440
export IMPL_synth_cell_types=34
export IMPL_ys_area_um2=821
export IMPL_viasPerCell=4.06
export IMPL_place_gp_congestion=0.827
export IMPL_grt_usage_pct=8.94
export IMPL_status="finished clean"
export IMPL_tns_ps=0
export IMPL_ys_top_cells_by_area="buf_4 (34%), a21o_1 (16%), and2_1 (4.6%)"
export IMPL_post_cts_buffers=0
export IMPL_ys_sh_aoi_pct=31.9
export IMPL_drc=0
export IMPL_chip_area_mm2=0.00828
export IMPL_peakVddDrop_uv=24.5
export IMPL_syn_area_um2=821
export IMPL_topCombFamilyByArea="buffers and inverters"
export IMPL_final_seq_area_um2=0
export IMPL_dp_slack_ps=123
export IMPL_areaGrowthSynthToFinish_pct=106
export IMPL_clockBufferCount=0
export IMPL_port_buffers=104
export IMPL_grt_overflow_total=0
export IMPL_finalHoldViolations=0
export IMPL_utilization_pct=35.2
export IMPL_mux_share_pct=0
export IMPL_drive_gt1_share_pct=9.73
export IMPL_initCoreUtil_pct=17.0
export IMPL_fmaxAchievable_mhz=254
export IMPL_synth_cells=116
export IMPL_synth_seq_share_pct=0
export IMPL_lay_top_count="clkdlybuf4s50_1"
export IMPL_ys_sh_adder_pct=0
export IMPL_slowest_stage="or4_1"
export IMPL_drv_cap=0
export IMPL_num_antenna_cells=0
export IMPL_dp_cells=252
export IMPL_ys_cells=116
export IMPL_route_vias_total=1022
export IMPL_layout_cells_non_filler=252
export IMPL_cts_hold_buf=0
export IMPL_critical_path_max_stage_delay_ps=550
export IMPL_cp_end_kind="output pin"
export IMPL_cp_max_fo=11
export IMPL_grt_first_pass_wirelength_um=6180
export IMPL_finalCritPeriodShare_pct=96.2
export IMPL_setup_viol=0
export IMPL_min_from="instr[15]"
export IMPL_antenna_left=0
export IMPL_firstDrtPassIters=4
export IMPL_cp_cell_sequence="clkdlybuf4s50_1 -> or4_1 -> nor4_2 -> a21oi_2 -> a21oi_4 -> a21o_1 -> clkdlybuf4s50_1"
export IMPL_ys_sh_xor_pct=0
export IMPL_stdcell_area_mm2=0.00169
export IMPL_hold_end="addr_rs1[0]"
export IMPL_worstHoldPathType="input port to output pin"
export IMPL_grt_pass1_vias=1147
export IMPL_tool_warnings=32
export IMPL_worstSetupPathType="input port to output pin"
export IMPL_yosys_area_share_simple_pct=30.3
export IMPL_timing_critical_path_buf_inv=2
export IMPL_die_h_um=91
export IMPL_critPathLaunchType="input port"
export IMPL_yosysTopAreaCell="buf_4"
export IMPL_pwr_density_cell_mw_per_mm2=65.0
export IMPL_drt_iter0_drc=48
export IMPL_period_needed_ps=3940
export IMPL_setup_ws_ps=156
export IMPL_nFillCells=533
export IMPL_p_leak_uw=0.000754
export IMPL_worst_ep_arrival_time_ps=3120
export IMPL_mostFrequentLayoutCells="clkdlybuf4s50_1 (104), a21o_1 (18), nor2_1 (8)"
export IMPL_postPlaceCellArea_mm2=0.00169
export IMPL_grt_max_degree=13
export IMPL_avgRoutedWirePerCell_um=15.7
export IMPL_synth_area_per_cell_um2=7.08
export IMPL_cts_resized=0
export IMPL_worstHoldPathCells=2
export IMPL_drt_wl_total_um=3960
export IMPL_crit_path_frequent_cell="clkdlybuf4s50_1"
[logic make-up after synthesis]
logic type             after synthesis
and+or+nand+nor                     39
buffers and inverters               43
AOI/OAI and AO/OA                   34
[layout make-up]
type	count	area, um2	share of cell area (%)
Timing Repair Buffer	110	1090	64.1
Tap cell	67	83.8	4.95
Inverter	2	7.51	0.443
Multi-Input combinational cell	73	517	30.5
[synthesized netlist by cell type, drive strengths merged]
| cell | n |
|---|---|
| nor4b | 3 |
| o21ai | 6 |
| or4 | 1 |
| or3 | 2 |
| nand3 | 1 |
| a21oi | 7 |
| nand3b | 2 |
| nor2 | 9 |
| buf | 40 |
| or2 | 1 |
| nor3 | 1 |
| o2bb2ai | 1 |
| a21o | 19 |
| nand2b | 2 |
| and2 | 6 |
| nand2 | 5 |
| and3 | 1 |
| clkbuf | 1 |
| nor2b | 2 |
| a222oi | 1 |
| nor4 | 2 |
| inv | 2 |
| nand4b | 1 |
[worst max path at each step]
stage | startpoint | end | slack [ps] | cells past startpoint
CTS | instr[12] | imm[7] | 110 | 7
finish | instr[12] | imm[24] | 160 | 7
global route | instr[12] | imm[25] | 8 | 7
[through the flow]
stage	power [uW]	hold slack (ps)
after floorplan	37.4	1690
after global placement	113	2470
after detailed placement	112	2470
after CTS	113	2470
after global routing	121	2490
final	110	2470
[power breakdown]
group          internal [uW]  total (uW)  switching [uW]
clock                      0           0               0
sequential                 0           0               0
combinational           78.3         110            31.8
[layer usage]
layer	wire length (um)	up-vias	track usage, %
met5	0	-	0
met4	0	0	0
met2	1770	60	14.7
li1	-	512	-
met3	588	0	5.15
met1	1610	450	10.6
Power figures rest on the tool's default switching activity, not on a simulated workload.

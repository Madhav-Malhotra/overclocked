==> flow/design.v <==
module control_signals #(
    parameter DATAW = 32,
    parameter ADDRW = $clog2(DATAW)
)
(
    input clock,
    input reset,
    input [6:0] opcode_dx,
    input [6:0] opcode_xm,
    input [6:0] opcode_mw,
    input [2:0] funct3,                          
    input [6:0] funct7,                          
    input br_eq,                                 
    input br_lt,                                 
    input [ADDRW-1:0] addr_rs1_dx,
    input [ADDRW-1:0] addr_rs2_dx,
    input [ADDRW-1:0] addr_rd_xm,
    input [ADDRW-1:0] addr_rd_mw,
    output [1:0] branch_comp_data1_sel,
    output [1:0] branch_comp_data2_sel,
    output br_taken,                             
    output pc_sel,
    output br_un,
    output [1:0] a_sel,
    output [1:0] b_sel,
    output [3:0] alu_sel,
    output mem_rw,
    output reg_wen,
    output [1:0] wb_sel
);
localparam ADD = 4'd0;
localparam SUB = 4'd1;
localparam SLL = 4'd2;
localparam SRL = 4'd3;
localparam SRA = 4'd4;
localparam SLT = 4'd5;
localparam SLTU = 4'd6;
localparam XOR = 4'd7;
localparam OR = 4'd8;
localparam AND = 4'd9;
localparam NOP = 4'd10;
localparam WB_MEM = 2'd0;
localparam WB_ALU = 2'd1;
localparam WB_PC4 = 2'd2;
reg [2:0] funct3_dx_r;
reg [6:0] funct7_dx_r;
always @(posedge clock) begin
    if (reset) begin
        funct3_dx_r <= 3'd0;
        funct7_dx_r <= 7'd0;
    end
    else begin
        funct3_dx_r <= funct3;
        funct7_dx_r <= funct7;
    end
end
wire is_branch_x  = (opcode_dx == 7'b1100011);
wire is_alu_x     = (opcode_dx == 7'b0110011);
wire is_alu_imm_x = (opcode_dx == 7'b0010011);
wire is_jal_x     = (opcode_dx == 7'b1101111);
wire is_auipc_x   = (opcode_dx == 7'b0010111);
wire is_lui_x     = (opcode_dx == 7'b0110111);
wire is_load_x    = (opcode_dx == 7'b0000011);
wire is_store_x   = (opcode_dx == 7'b0100011);
wire is_jalr_x    = (opcode_dx == 7'b1100111);
wire is_ecall_x   = (opcode_dx == 7'b1110011);
wire is_u_type_x  = is_lui_x || is_auipc_x;
wire branch_taken = (is_branch_x && (
    (funct3_dx_r == 'h0 && br_eq) ||                
    (funct3_dx_r == 'h1 && !br_eq) ||               
    (funct3_dx_r == 'h4 && br_lt) ||                
    (funct3_dx_r == 'h5 && !br_lt) ||               
    (funct3_dx_r == 'h6 && br_lt) ||                
    (funct3_dx_r == 'h7 && !br_lt))                  
) || is_jal_x || is_jalr_x;
assign br_un = is_branch_x && (funct3_dx_r == 'h6 || funct3_dx_r == 'h7);    
localparam REG = 2'b00;
localparam PC  = 2'b01;
localparam WX_BYPASS = 2'b10;
localparam MX_BYPASS = 2'b11;
localparam IMM  = 2'b01;
reg is_store_xm_r;
reg is_load_xm_r;
reg is_jal_xm_r;
reg is_jalr_xm_r;
reg is_branch_xm_r;
reg is_ecall_xm_r;
reg is_store_mw_r;
reg is_branch_mw_r;
reg is_ecall_mw_r;
reg is_load_mw_r;
reg is_jal_mw_r;
reg is_jalr_mw_r;
wire insn_xm_writes_reg = !(is_store_xm_r || is_branch_xm_r || is_ecall_xm_r) && (addr_rd_xm != 0);
wire insn_mw_writes_reg = !(is_store_mw_r || is_branch_mw_r || is_ecall_mw_r) && (addr_rd_mw != 0);
assign a_sel = (is_branch_x || is_auipc_x || is_jal_x) ? PC :
               (!(is_u_type_x || is_jal_x) && addr_rs1_dx == addr_rd_xm && addr_rd_xm != 0 && insn_xm_writes_reg) ? MX_BYPASS :
               (!(is_u_type_x || is_jal_x) && addr_rs1_dx == addr_rd_mw && addr_rd_mw != 0 && insn_mw_writes_reg) ? WX_BYPASS :
                REG;
assign b_sel = (is_alu_x && addr_rs2_dx == addr_rd_xm && addr_rd_xm != 0 && insn_xm_writes_reg) ? MX_BYPASS :
               (is_alu_x && addr_rs2_dx == addr_rd_mw && addr_rd_mw != 0 && insn_mw_writes_reg) ? WX_BYPASS :
               (!is_alu_x) ? IMM :
                             REG;
assign branch_comp_data1_sel =  (addr_rs1_dx == addr_rd_xm && addr_rd_xm != 0 && insn_xm_writes_reg) ? MX_BYPASS :
                                (addr_rs1_dx == addr_rd_mw && addr_rd_mw != 0 && insn_mw_writes_reg) ? WX_BYPASS :
                                                                                                        REG;
assign branch_comp_data2_sel =  (addr_rs2_dx == addr_rd_xm && addr_rd_xm != 0 && insn_xm_writes_reg) ? MX_BYPASS :
                                (addr_rs2_dx == addr_rd_mw && addr_rd_mw != 0 && insn_mw_writes_reg) ? WX_BYPASS :
                                                                                                        REG;
assign br_taken = branch_taken;              
assign pc_sel = branch_taken || is_jal_x || is_jalr_x;
assign alu_sel =    (is_lui_x) ? NOP :
                    (is_auipc_x || is_jal_x || is_jalr_x || is_load_x || is_store_x || is_branch_x) ? ADD :
                    (is_alu_x && funct7_dx_r == 'h20) ? ((funct3_dx_r == 'h0) ? SUB : SRA) :
                    (is_alu_x || is_alu_imm_x) ?
                        ((funct3_dx_r == 'h0) ? ADD :
                        (funct3_dx_r == 'h1) ? SLL :
                        (funct3_dx_r == 'h2) ? SLT :
                        (funct3_dx_r == 'h3) ? SLTU :
                        (funct3_dx_r == 'h4) ? XOR :
                        (funct3_dx_r == 'h5 && funct7_dx_r == 'h0) ? SRL :
                        (funct3_dx_r == 'h5 && funct7_dx_r == 'h20) ? SRA :
                        (funct3_dx_r == 'h6) ? OR :
                        (funct3_dx_r == 'h7) ? AND :
                        NOP)  
                    : NOP;   
always @(posedge clock) begin
    if (reset) begin
        is_store_xm_r <= 1'b0;
        is_load_xm_r <= 1'b0;
        is_jal_xm_r <= 1'b0;
        is_jalr_xm_r <= 1'b0;
        is_branch_xm_r <= 1'b0;
        is_ecall_xm_r <= 1'b0;
    end
    else begin
        is_store_xm_r <= is_store_x;
        is_load_xm_r <= is_load_x;
        is_jal_xm_r <= is_jal_x;
        is_jalr_xm_r <= is_jalr_x;
        is_branch_xm_r <= is_branch_x;
        is_ecall_xm_r <= is_ecall_x;
    end
end
assign mem_rw = is_store_xm_r && !reset;
always @(posedge clock) begin
    if (reset) begin
        is_store_mw_r <= 1'b0;
        is_branch_mw_r <= 1'b0;
        is_ecall_mw_r <= 1'b0;
        is_load_mw_r <= 1'b0;
        is_jal_mw_r <= 1'b0;
        is_jalr_mw_r <= 1'b0;
    end
    else begin
        is_store_mw_r <= is_store_xm_r;
        is_branch_mw_r <= is_branch_xm_r;
        is_ecall_mw_r <= is_ecall_xm_r;
        is_load_mw_r <= is_load_xm_r;
        is_jal_mw_r <= is_jal_xm_r;
        is_jalr_mw_r <= is_jalr_xm_r;
    end
end
wire is_ecall_wb = (opcode_mw == 7'b1110011);
wire is_nop = (opcode_mw == 7'b0);
assign reg_wen = !(is_store_mw_r || is_branch_mw_r || is_ecall_wb || is_nop || reset || addr_rd_mw == 0);
assign wb_sel = (is_load_mw_r) ? WB_MEM :
                (is_jal_mw_r || is_jalr_mw_r) ? WB_PC4 :
                WB_ALU;
endmodule
==> flow/run.sh <==
#!/bin/bash
# OpenROAD 26Q1-2900-gdf79404cd8, Yosys 0.63+post, stock flow scripts
make -C /OpenROAD-flow-scripts/flow DESIGN_CONFIG=/design/flow/config.mk WORK_HOME=/design/flow/orfs finish
==> flow/config.mk <==
export PLATFORM = sky130hd
export DESIGN_NAME = control_signals
export DESIGN_NICKNAME = control_signals
export VERILOG_FILES = /design/flow/design.v
export SDC_FILE = /design/flow/constraint.sdc
export NUM_CORES = 4
export LEC_CHECK = 1
export CORE_UTILIZATION = 30
==> flow/constraint.sdc <==
current_design control_signals

set clk_period 2.5
set clk_io_pct 0.2

create_clock -name clk0 -period $clk_period [get_ports {clock}]

set non_clock_inputs [all_inputs -no_clocks]
set_input_delay [expr $clk_period * $clk_io_pct] -clock clk0 $non_clock_inputs
set_output_delay [expr $clk_period * $clk_io_pct] -clock clk0 [all_outputs]
==> reports/results.tsv <==
stage	metric	value	unit
floorplan	FP Util	0.313	
power_and_ir_drop	Switching Fraction	0.243	
worst_setup_path	CP max stage cell	or4_4	
synthesis	yosys cell count	165	
cts	CTS tree	yes	
drt	Total Routed Length	3.64	mm
power_and_ir_drop	Max VDD drop	156	uV
layout	Finished Cell Area	0.00245	sq mm
grt	vias in the first global route	1316	
synthesis	post-synthesis cell type count	45	
grt	Total GRT Usage	0.153	
final_timing	RSZ-0062 raised after global routing	true	
drt	WL/cell	11.2	um
floorplan	Die ar.	0.00485	sq mm
synthesis	Post-synth seq share	0.321	
drt	DRC	0	
synthesis	Post-synth ARST share	0	
power_and_ir_drop	Comb pwr share	0.278	
cts	CTS Buffer Depth	2	
synthesis	synthesized cell area	0.00137	sq mm
worst_setup_path	WP buf/inv	3	
floorplan	chip height	69.7	um
final_timing	slew margin rel.	0.772	
synthesis	Synth flops	22	
grt	largest net degree at the start of global routing	20	
floorplan	Cell Rows	24	
final_timing	count of final hold-check violations	0	
cts	Root Driver	clkbuf_8	
cts	cts bufs inserted	3	
cts	clock latency (worst-skew pair)	250	ps
placed_design	hpwl dp	2.93	mm
synthesis	cell count after synthesis	165	
placed_design	placed instance area	0.00233	sq mm
final_timing	FMAX	404	MHz
cts	Clk pin slew, worst setup/hold paths	70	ps
worst_setup_path	Reg2Reg Capture Point	is_store_mw_r$_SDFF_PP0_	
power_and_ir_drop	Clk pwr share	0.290	
run	Max-cap violations	0	
final_timing	fin crit period	2470	ps
worst_setup_path	FF-to-FF Start	is_store_xm_r$_SDFF_PP0_	
worst_hold_path	Hold Path Class	register to register	
drt	Final ANT Viol Nets	0	
placed_design	DP Cell Count	311	
layout	layout cells sized above 1	0.374	
synthesis	Post-synth EDFFs	0	
power_and_ir_drop	Pint	0.646	mW
worst_setup_path	Worst R2R Setup Slack	1920	ps
layout	Non-Filler Instances	325	
final_timing	WHS	437	ps
synthesis	mean post-synth cell area	8.33	sq um
synthesis	warnings from Yosys	1	
cts	H-tree Lvls	1	
worst_setup_path	Crit path depth	6	
worst_setup_path	CP max stage delay	550	ps
synthesis	Main synth FF type	dfxtp_1	
worst_setup_path	endpoint type of the worst setup path	output port	
drt	Iteration-0 DRC Markers	53	
worst_setup_path	Worst setup SP type	input pin	
placed_design	port buffer count	66	
synthesis	YS chip area	0.00137	sq mm
power_and_ir_drop	static leakage	1.10	nW
worst_setup_path	CP Max Fanout	3	
final_timing	worst-margin pin slew	341	ps
grt	first-pass GRT wire length	6.00	mm
drt	DR pass1 iterations	4	
drt	n_diodes	0	
worst_setup_path	worst reg-to-reg path cell count	1	
drt	vias per cell	4.55	
power_and_ir_drop	register share of total power	0.432	
status	status	complete, no violations	
cts	hold buffer count at cts	0	
final_timing	Clock Skew	0.193	ps
power_and_ir_drop	Tot Pwr	0.853	mW
placed_design	Final Wtd Congestion	0.827	
grt	initial antenna violation count	0	
run	stage-log warning count	33	
worst_setup_path	Arr. time, crit path	1970	ps
floorplan	# IOs	74	
drt	Via Count	1480	
power_and_ir_drop	NetSw	0.207	mW
floorplan	Die X	69.7	um
worst_hold_path	Hold Path Sink	is_load_mw_r$_SDFF_PP0_	
floorplan	Std-Cell Core Area	0.00438	sq mm
grt	total gr overflow	0	
layout	Area Growth Syn to Fin	78.4	%
worst_setup_path	Crit path max-delay family	simple AND/OR/NAND/NOR gates	
cts	Num Clock Sinks	22	
worst_setup_path	CP required	2000	ps
final_timing	Tcrit/Tclk final	0.990	
final_timing	max-slew violation count	0	
worst_setup_path	crit path kind	input pin to output port	
final_timing	Setup-failing EPs final	0	
worst_hold_path	Worst Hold Launch	is_load_xm_r$_SDFF_PP0_	
worst_setup_path	cell breakdown of the critical path	buf_2 -> xnor2_1 -> nand3_1 -> or4_4 -> inv_2 -> clkdlybuf4s50_1	
worst_hold_path	WHS Path Cells	1	
power_and_ir_drop	Power Dens Cells	348	mW/mm^2
cell usage after synthesis (2+ instances only):
cell      instances  area (sq um)
a21oi_2           2          17.5
or4_1             3          22.5
a31o_2            2          17.5
dfxtp_1          22           440
nand2b_1          3          18.8
inv_1             5          18.8
a21oi_1           6          30.0
xor2_1           11          96.3
clkbuf_1          4          15.0
nor3_1            7          35.0
o21ai_0           6          30.0
or4_4             2          22.5
xnor2_1          12           105
nand2_1          10          37.5
nand4_1           3          18.8
nor2b_1          18           113
nor2_1           12          45.0
buf_2             3          15.0
o21a_1            2          15.0
nand3_1           4          20.0
nor4_1            4          25.0
power by group through the flow:
stage	clock network [mW]	registers, mW	logic, mW
after CTS	0.254	0.368	0.237
after global routing	0.270	0.371	0.257
final	0.247	0.369	0.237
worst max-delay path by stage:
| stage | from | to |
|---|---|---|
| after CTS | addr_rd_xm[2] | branch_comp_data2_sel[0] |
| after global routing | funct7_dx_r[1]$_SDFF_PP0_ | alu_sel[0] |
| final | addr_rd_xm[4] | branch_comp_data2_sel[0] |
logic make-up (layout without fill, tap and decap cells):
kind of cell	Yosys count	count (layout)	synth area share
xor+xnor	23	23	0.147
simple gates	79	79	0.352
buf+inv	14	122	0.0473
flops	22	22	0.321
compound gates	27	27	0.134
stage by stage:
step            util  setup TNS, ps  setup WS, ps
3_3_place_gp   0.532          -5530          -444
3_5_place_dp   0.532          -5450          -436
5_1_grt        0.559          -54.7         -54.7
6_report       0.559              0          26.1
2_1_floorplan      -              0           594
4_1_cts        0.560              0        0.0795
per-layer routing:
layer  track usage  vias to the layer above  wire length [um]  share of wire
met3        0.0339                        4               221          0.061
met5             0                        -                 0              0
met1         0.257                      645              1970           0.54
met4        0.0133                        0                25         0.0069
met2         0.211                       40              1430           0.39
li1              -                      791                 -              -
repair_timing:
item / 4_1_cts / 5_1_grt
pin swaps: 29 / 24
resized: 98 / 32
setup buffers: 10 / 2
setup endpoints to repair: 16 / 12
registers in the layout, indices dropped and copies added, names as in the netlist:
name and cells:
is_jalr_mw_r 1, funct7_dx_r 7, is_ecall_mw_r 1, is_store_mw_r 1
is_jalr_xm_r 1, is_ecall_xm_r 1, is_load_xm_r 1, is_store_xm_r 1
is_branch_xm_r 1, is_jal_mw_r 1, is_load_mw_r 1, funct3_dx_r 3
is_branch_mw_r 1, is_jal_xm_r 1
cells in the final DEF (no fill, tap or decap), drive strengths merged, types with 5 or more instances in the layout:
cell	instances
nand2	10
nor2b	18
dfxtp	22
o21ai	7
inv	5
buf	61
clkbuf	12
nor3	8
nor2	12
xnor2	12
dlygate4sd2	9
or4	5
clkdlybuf4s50	26
dlymetal6s2s	5
a21oi	8
xor2	11
final cells by class:
type,instances,area (sq um)
fill,410,1930
multi-input combinational,129,946
timing repair buffer,113,925
sequential,22,442
tap,52,65.1
clock buffer,4,55.1
inverter,5,18.8
Power and IR drop assume default switching activity.
